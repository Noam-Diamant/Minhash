==> design/flow/design.v <==
package proj_pkg;
    parameter BASE_LEN = 2;
    parameter KMER_LEN = 16;
    parameter FRAG_LEN = 256;
    parameter ONE_HOT_LEN = 4;
    parameter FM_DATA_BITS = BASE_LEN;
    parameter FM_BUFFER_COUNT = 2;
    parameter FM_RAMS_COUNT = 8;
    parameter FM_ENTRIES_COUNT = 128;
    parameter FM_OFFSET_COUNT = 32;
    parameter FM_BUFFER_SIZE = FM_RAMS_COUNT * FM_ENTRIES_COUNT * FM_OFFSET_COUNT;
    parameter FM_EXTENDER_FRAG_LEN_BITS = BASE_LEN * FRAG_LEN;
    parameter INDICE_LEN = $clog2(FM_BUFFER_SIZE);
    parameter SIGNED_INDICE_LEN = INDICE_LEN+1;
    parameter KMER_BUFFER_BITS = BASE_LEN;
    parameter KMER_BUFFER_LEN = KMER_LEN;
    parameter SORTER_EXTENDER_INDICES_COUNT = 256;
    parameter HASHER_SORTER_SIGNATURE = 32;
    parameter SORTER_POSITION_LEN = $clog2(SORTER_EXTENDER_INDICES_COUNT);
    parameter POSITION_LEN = SORTER_POSITION_LEN;
    typedef struct packed {
    logic [HASHER_SORTER_SIGNATURE-1:0] signature;
    logic [INDICE_LEN-1:0]  index;
    } signature_index_pack;
    parameter EXTENDER_OUT_PART_COUNT = 2;
    parameter EXTENDER_OUT_PART_LEN = EXTENDER_OUT_PART_COUNT * BASE_LEN;
    parameter EXTENDER_OUT_PART_LEN_ONE_HOT = EXTENDER_OUT_PART_COUNT * ONE_HOT_LEN;
endpackage
`timescale 1ns / 1ps
import proj_pkg::*;   
module proj_kmer_buffer #(
    parameter DATA_BITS = proj_pkg::KMER_BUFFER_BITS,     
    parameter KMER_LEN = proj_pkg::KMER_BUFFER_LEN,     
    parameter OUT_KMER = KMER_LEN * DATA_BITS   
)(
    input wire clk,              
    input wire rst_n,            
    input wire [DATA_BITS-1:0] in_data,   
    output wire [KMER_LEN-1:0][DATA_BITS-1:0] out_kmer,   
    input  wire start_over,      
    output logic full            
);
    logic [KMER_LEN-1:0][DATA_BITS-1:0] kmer_buffer;      
    logic [KMER_LEN-1:0][DATA_BITS-1:0] kmer_buffer_nxt;  
    logic [$clog2(KMER_LEN)-1:0] buffer_count;            
    logic [$clog2(KMER_LEN)-1:0] buffer_count_nxt;        
    assign buffer_count_nxt = buffer_count + 1'b1;
    assign buffer_full = (buffer_count == KMER_LEN - 1) ? 1'b1 : 1'b0;
    assign full = buffer_full;
    generate
        for (genvar i = 1; i < KMER_LEN; i++) begin
          assign kmer_buffer_nxt[0] = in_data;            
          assign kmer_buffer_nxt[i] = kmer_buffer[i-1];   
        end
    endgenerate
    assign out_kmer = kmer_buffer;
    always_ff @(posedge clk or negedge rst_n) begin
        if (~rst_n) begin
          kmer_buffer <= '0;   
        end else if (start_over) begin
          kmer_buffer <= '0;   
        end else begin
          kmer_buffer <= kmer_buffer_nxt;   
        end
    end
    always_ff @(posedge clk or negedge rst_n) begin
        if (~rst_n) begin
          buffer_count <= '0;   
        end else if (start_over) begin
          buffer_count <= '0;   
        end else if (buffer_full) begin
          buffer_count <= buffer_count;   
        end else begin
          buffer_count <= buffer_count_nxt;   
        end
    end
endmodule
==> design/flow/run.sh <==
#!/bin/bash
# OpenROAD 26Q1-2900-gdf79404cd8, Yosys 0.63+post, stock flow scripts
make -C /OpenROAD-flow-scripts/flow DESIGN_CONFIG=/design/flow/config.mk WORK_HOME=/design/flow/orfs finish
==> design/flow/config.mk <==
export PLATFORM = sky130hd
export DESIGN_NAME = proj_kmer_buffer
export DESIGN_NICKNAME = proj_kmer_buffer
export VERILOG_FILES = /design/flow/design.v
export SDC_FILE = /design/flow/constraint.sdc
export NUM_CORES = 4
export LEC_CHECK = 1
export CORE_AREA = 10 10 104 104
export DIE_AREA = 0 0 114 114
==> design/flow/constraint.sdc <==
current_design proj_kmer_buffer

set clk_period 1.3
set clk_io_pct 0.2

create_clock -name clk0 -period $clk_period [get_ports {clk}]

set non_clock_inputs [all_inputs -no_clocks]
set_input_delay [expr $clk_period * $clk_io_pct] -clock clk0 $non_clock_inputs
set_output_delay [expr $clk_period * $clk_io_pct] -clock clk0 [all_outputs]
==> run notes <==
### Synthesis
- **Seq/Total Area, Yosys** 69.8%
- **area of the mapped netlist** 1290 um^2
- **count of distinct cell types in the synthesized netlist** 18
- **number of flip-flops and latches in the synthesized netlist** 36
- **Syn Inst Count** 86
- **tally of yosys warning messages** 2
- **Yosys top cell by area** sky130_fd_sc_hd__dfrtp_1
- **leading cell types by total area after synthesis** sky130_fd_sc_hd__dfrtp_1 70%, sky130_fd_sc_hd__nor2b_1 10%, sky130_fd_sc_hd__nor2b_2 4.7%, sky130_fd_sc_hd__and2b_1 2.9%, sky130_fd_sc_hd__buf_6 2.6%
- **# Cells Yosys** 86
- **Yosys Chip Area** 1290 um^2
- **area share of the leading cell type in the synthesized netlist** 69.8%
- **synthesized area divided by synthesized cell count** 15.0 um^2

### Placed design
- **DP Worst Slack** -0.101 ns
- **number of placed instances, taps included** 239
- **Final Wtd Congestion** 0.685
- **Buffers on Ports** 37
- **final HPWL from detailed placement** 2080 um

### Power and ir drop
- **total leakage power** 1.06 nW
- **highest ir drop seen on vdd** 336 uV
- **Comb power frac** 7.2%
- **design internal power** 1.64 mW
- **sw frac** 22.7%
- **Tot Pwr** 2.12 mW
- **Reg power frac** 53.9%
- **part of the power in the clock network** 38.9%
- **Pwr Density** 1060 nW/um^2
- **Switching Power** 0.483 mW

### Setup path
- **worst stage delay on the critical path** 0.39 ns
- **Data arrival, critical path** 1.10 ns
- **kind of end point of the critical path** primary output
- **required time of the worst setup path** 1.04 ns
- **cell class contributing the biggest share of worst-path delay** flip-flops
- **cell type of the slowest stage on the worst timing path** sky130_fd_sc_hd__dfrtp_1
- **series of cell instances along the critical path** ha_2 > and3_4 > buf_6
- **maximum fanout along the worst path** 2
- **WS Path Type** reg2out
- **Worst Setup Start Kind** flop
- **combined buffer and inverter count along the critical path** 1

### Worst hold path
- **Tightest Hold Check Type** reg2reg

### Global route
- **pin count of the biggest net entering global routing** 23
- **global-route wire length before repair** 4850 um
- **number of antenna violations at the first check in global routing** 0
- **remaining global-route overflow** 0
- **via count of the first global-routing pass** 912
- **global-route total usage across every layer** 4.65%

### Timing
- **max-slew headroom at the worst pin** 56.7%
- **final setup skew** 0.00808 ns
- **slew at the pin closest to its max-slew limit** 0.647 ns
- **final setup vio count** 1
- **post-layout period usage** 105%
- **number of max-slew violations in the final report** 0
- **Worst Hold Slack** 0.482 ns
- **least setup slack across all paths after layout** -0.0600 ns
- **number of hold violations in the final report** 0
- **unrepaired setup endpoints after global routing** true
- **highest attainable clock frequency** 735 MHz
- **clock period minus final worst setup slack** 1.36 ns

### Clocking
- **clock root cell** sky130_fd_sc_hd__clkbuf_8
- **deepest level of the CTS H-tree** 2
- **number of buffers created by CTS** 5
- **number of clock sinks seen by CTS** 36
- **deepest clock path buffer count** 2
- **clock tree from TritonCTS** yes
- **clk ins delay skew pair** 0.28 ns
- **clock input transition at the sequential cells of the worst setup and hold paths** 0.08 ns

### Cells and area
- **flip-flop and latch area** 901 um^2
- **synth-to-layout area growth** 54.7%
- **count of filler cells inserted in the layout** 958
- **post-layout instance count excluding filler cells** 253
- **Comb area** 359 um^2
- **layout cell share with drive strength beyond 1** 27.6%

### Drt
- **number of DRC violations after detailed routing** 0
- **Pre-Repair DR Iteration Count** 2
- **ANT cells** 0
- **routed wire length** 2860 um
- **initial drt markers** 12
- **via count** 822
- **Wirelength per Cell** 11.3 um
- **remaining antenna violation count** 0
- **Vias/cell** 3.25

### Job
- **Tool Warnings** 27
- **max-cap check violation count** 0

### Floorplan
- **chip footprint** 13000 um^2
- **FP Util** 14.9%
- **Site Rows** 34
- **die span in x** 114 um
- **area of the placeable core** 8680 um^2
- **height of the chip** 114 um
- **Boundary Pins** 38

### Outcome
- **status** finished, violations left
- **violated checks** setup timing

per-layer routing:
metal  up-vias  wire, um  GRT usage, %
met5         -         0             0
met4         0        10         0.501
met3         2       391          3.03
met2        32      1250          6.64
met1       398      1210          5.97
li1        390         -             -
cells in the mapped netlist (all sizes together):
master	instances
a211oi	1
dfrtp	36
buf	3
a31oi	1
ha	1
and2b	5
nor3	1
nand4	1
nor2b	28
nand2b	2
a31o	1
a21oi	1
and3b	1
nor2	1
mux2i	1
and3	2
per-stage QoR:
stage	instance area, um^2	setup TNS, ns	util (%)
floorplan	1290	0	-
global placement	1890	-0.0829	21.8
detailed placement	1890	-0.101	21.8
CTS	1990	-0.0829	22.9
global route	2000	-0.103	23.0
finish	2000	-0.0600	23.0
sequential cells by signal, summed over array words and instances (netlist names):
register	count
kmer_buffer	32
buffer_count	4
power groups by stage:
stage     Combinational [mW]  Clock (mW)  Sequential [mW]
5_1_grt                0.175       0.935             1.15
6_report               0.153       0.827             1.14
4_1_cts                0.156       0.881             1.14
worst paths after layout:
kind	cells after the start	end	from	slack [ns]
min reg2reg	1	kmer_buffer[29]	kmer_buffer[27]	0.48
min	1	kmer_buffer[29]	kmer_buffer[27]	0.48
max in group asynchronous	2	kmer_buffer[29]	rst_n	0.34
max	3	full	buffer_count[0]	-0.06
min in group asynchronous	2	kmer_buffer[1]	rst_n	0.53
max reg2reg	5	buffer_count[0]	buffer_count[0]	0.08
cells in the final DEF, fill, tap and decap left out, drive strengths merged, types with 2 or more instances in the layout:
master,Yosys,routed
dlygate4sd2,0,32
and3,2,2
dlygate4sd3,0,2
buf,3,17
clkbuf,0,6
nor2b,28,28
clkinv,0,2
and2b,5,5
clkdlybuf4s50,0,3
dfrtp,36,36
nand2b,2,2
area by class of cell:
type                    instances  share of cell area [%]
multi-input cells              47                    18.0
well taps                     108                    6.77
repair buffers                 54                    25.5
flip-flops and latches         36                    45.1
clock inverters                 2                   0.501
clock buffers                   6                    4.14
cell families after synthesis:
family	after synthesis	share of synthesized area [%]
mux	1	0.775
simple gates	41	23.1
compound gates	4	2.81
fa+ha+maj	1	0.969
buf+inv	3	2.62
flops	36	69.8
timing repair:
item | CTS | global route
resized | 37 | 0
hold endpoints to repair | 14 | 0
endpoints found under the setup margin | 33 | 1
hold buffers | 2 | 0
setup buffers | 3 | 1
pin swaps | 1 | 1
Power figures rest on the tool's default switching activity, not on a simulated workload.
