File: ./design.v
package proj_pkg;
    parameter BASE_LEN = 2;
    parameter KMER_LEN = 16;
    parameter FRAG_LEN = 256;
    parameter ONE_HOT_LEN = 4;
    parameter FM_DATA_BITS = BASE_LEN;
    parameter FM_BUFFER_COUNT = 2;
    parameter FM_RAMS_COUNT = 8;
    parameter FM_ENTRIES_COUNT = 128;
    parameter FM_OFFSET_COUNT = 32;
    parameter FM_BUFFER_SIZE = FM_RAMS_COUNT * FM_ENTRIES_COUNT * FM_OFFSET_COUNT;
    parameter FM_EXTENDER_FRAG_LEN_BITS = BASE_LEN * FRAG_LEN;
    parameter INDICE_LEN = $clog2(FM_BUFFER_SIZE);
    parameter SIGNED_INDICE_LEN = INDICE_LEN+1;
    parameter KMER_BUFFER_BITS = BASE_LEN;
    parameter KMER_BUFFER_LEN = KMER_LEN;
    parameter SORTER_EXTENDER_INDICES_COUNT = 256;
    parameter HASHER_SORTER_SIGNATURE = 32;
    parameter SORTER_POSITION_LEN = $clog2(SORTER_EXTENDER_INDICES_COUNT);
    parameter POSITION_LEN = SORTER_POSITION_LEN;
    typedef struct packed {
    logic [HASHER_SORTER_SIGNATURE-1:0] signature;
    logic [INDICE_LEN-1:0]  index;
    } signature_index_pack;
    parameter EXTENDER_OUT_PART_COUNT = 2;
    parameter EXTENDER_OUT_PART_LEN = EXTENDER_OUT_PART_COUNT * BASE_LEN;
    parameter EXTENDER_OUT_PART_LEN_ONE_HOT = EXTENDER_OUT_PART_COUNT * ONE_HOT_LEN;
endpackage
import proj_pkg::*;   
module proj_counter
#(
    parameter INDICE_LEN = proj_pkg::INDICE_LEN
)
(
    output wire [INDICE_LEN-1:0] index,
    output logic finished_count,
    input wire clk,
    input wire rst_n,
    input wire start
);
    logic [INDICE_LEN-1:0] out_index;
    logic end_of_count;
    logic [INDICE_LEN-1:0] idx_next;
    logic rst_index;
    logic count_enabled;
    logic start_prev;
    assign end_of_count = (out_index == (FM_BUFFER_SIZE-1)) ? 1'b1 : 1'b0;
    assign finished_count = end_of_count;
    assign idx_next = (count_enabled & ~end_of_count) ? out_index + 1'b1 : out_index;
    assign rst_index = end_of_count | (~rst_n);
    assign index = out_index;
    always_ff @(posedge clk or negedge rst_n) begin
        if (~rst_n) begin
            out_index <= '0;
            count_enabled <= 1'b0;
            start_prev <= 1'b0;
        end else begin
            start_prev <= start;
            if (rst_index) begin
                out_index <= '0;
                count_enabled <= 1'b0;
            end else if (start & ~start_prev) begin
                count_enabled <= 1'b1;
                out_index <= '0;
            end else if (count_enabled) begin
                out_index <= idx_next;
            end
        end
    end
endmodule
File: ./run.sh
#!/bin/bash
# OpenROAD 26Q1-2900-gdf79404cd8, Yosys 0.63+post, stock flow scripts
make -C /OpenROAD-flow-scripts/flow DESIGN_CONFIG=/design/flow/config.mk WORK_HOME=/design/flow/orfs finish
File: ./config.mk
export PLATFORM = sky130hd
export DESIGN_NAME = proj_counter
export DESIGN_NICKNAME = proj_counter
export VERILOG_FILES = /design/flow/design.v
export SDC_FILE = /design/flow/constraint.sdc
export NUM_CORES = 4
export LEC_CHECK = 1
export CORE_AREA = 10 10 75 75
export DIE_AREA = 0 0 85 85
File: ./constraint.sdc
current_design proj_counter

set clk_period 3.4
set clk_io_pct 0.2

create_clock -name clk0 -period $clk_period [get_ports {clk}]

set non_clock_inputs [all_inputs -no_clocks]
set_input_delay [expr $clk_period * $clk_io_pct] -clock clk0 $non_clock_inputs
set_output_delay [expr $clk_period * $clk_io_pct] -clock clk0 [all_outputs]
==> results.txt <==
run results: sw frac 0.207, dpl hpwl 1.40 mm, cell with the most instances after synthesis nor2_1, total track usage 0.0502, Via Count 621, clock latency on the worst-skew pair 0.24 ns, Reg2Reg Setup Slack 1.91 ns, CP endpoint finished_count, post-synthesis instance area 860 um^2, Tool Warnings 25, pwr dens 328 mW/mm^2, Fillers 418, Post-synth EDFFs 0, Most common reg cell dfrtp_1, Seq/Total Area, Yosys 0.495, TritonCTS clock tree done, Fin Clk Skew 0.00377 ns, layout cells sized above 1 0.0874, setup TNS 0 ns, Yosys Chip Area 860 um^2, post-CTS setup buffer count 0, Tmin final 2.45 ns, Int Pwr 294 uW, R2R depth 4, Slew Limit Fails 0, Post-CTS Hold Buffers 0, Std-Cell Rows 23, gpl congestion 0.778, run status finished, final reports clean, vias in the first global route 627, Setup crit end kind primary output, largest net degree at the start of global routing 20, Slew HR 0.760, CP startpoint kind register, Reg-to-Reg Start out_index[8], worst vdd ir 0.314 mV, RSZ-0062 raised after global routing no, initial antenna violation count 0, Ant. Diodes 0, Max-area cell share 0.495, fp util 0.212, clock transition at the registers of the reported paths 0.06 ns, Final ANT Viol Nets 0, f_max 408 MHz, HP Class register to register, GRT Residual Overflow 0, H-tree depth 1, ys flops 17, Synth cell types 21, cells in synth_stat.txt 83, largest area contributor in the netlist dfrtp_1, CTS Root Cell clkbuf_8, Die Footprint 0.00723 mm^2, # IOs 19, final worst path period share 0.721, DRT iter0 DRCs 17, Worst Path Required 2.72 ns, Post-Syn Instances 83, total clock sinks 17, maxcap violations 0, final setup fails 0, worst-path fanout max 6, top cells by count nor2_1 (19), dfrtp_1 (17), xnor2_1 (9), part of the power in combinational logic 0.051, ys async rst share 1.00, main area contributors after synthesis dfrtp_1 (49%), xnor2_1 (9.2%), nor2_1 (8.3%), vias per cell 4.06, sequential power share 0.560, height of the die 85 um, synth warn 1, Final Hold Fails 0, Net Switching 76.9 uW, Core Box Area 0.00406 mm^2, Mean Syn Cell Area 10.4 um^2, DRT Pass-1 Iters 4, Port Buffers 18, number of remaining DRC errors 0, fin util 0.279, LEAKAGE 0.000460 uW, CP Class register to primary output, clock power share 0.389, CTS resizes 0, Inserted Clock Buffers 3, CTS Buffer Depth 2, transition time at the pin with the least slew margin 0.356 ns, total wire length 1.77 mm, post-DR wirelength/cell 11.6 um, DIE WIDTH 85 um, reg2reg end out_index[1], CP startpoint out_index[8], Crit path arrival time 1.77 ns, global-route wire length before repair 3.04 mm, synthesis-to-finish area growth 31.6%
-- per-layer routing --
| metal | vias up | GRT usage | routed length, um |
|---|---|---|---|
| li1 | 322 | - | - |
| met2 | 17 | 0.0743 | 791 |
| met1 | 280 | 0.0710 | 862 |
| met4 | 0 | 0.00299 | 9 |
| met3 | 2 | 0.0193 | 107 |
| met5 | - | 0 | 0 |
-- metrics by stage --
step	cell area (um^2)	setup WS [ns]	hold slack (ns)	power [uW]	std cells
floorplan	860	1.86	0.384	221	83
global placement	1080	1.22	0.535	230	149
detailed placement	1080	1.19	0.536	231	149
CTS	1130	0.909	0.564	378	153
global route	1130	0.822	0.624	393	153
finish	1130	0.947	0.550	371	153
-- power by group through the flow --
stage	clock, uW	combinational [uW]	sequential (uW)
after global routing	163	21.8	208
final	144	18.8	208
after CTS	151	19.5	207
-- worst min path at each step --
stage | startpoint | end | slack [ns] | cells past startpoint
4_1_cts | out_index[14] | out_index[14] | 0.56 | 2
5_1_grt | out_index[14] | out_index[14] | 0.62 | 2
6_report | out_index[14] | out_index[14] | 0.55 | 2
-- critical path, cell delays in order (launching register included) --
cell             delay (ns)
dfrtp_1                0.44
nand4_2                0.20
nor4_4                 0.36
clkdlybuf4s50_1        0.52
-- flip-flops by register name, summed over array words and instances, names as in the netlist --
name,cells
count_enabled,1
start_prev,1
out_index,15
-- layout make-up --
class,instances,area [um^2],area share
clock buffer,3,41.3,0.0365
clock inverter,1,5.00,0.00442
inverter,1,3.75,0.00332
multi-input combinational,62,405,0.358
sequential,17,425,0.376
tap,50,62.6,0.0553
timing repair buffer,19,188,0.166
-- cells by family after synthesis --
family / count (synthesis) / share of synthesized area
XOR/XNOR: 13 / 0.132
AND/OR/NAND/NOR: 46 / 0.307
buffers and inverters: 4 / 0.0335
flip-flops: 17 / 0.495
adder cells (fa/ha/maj): 1 / 0.0146
multiplexers: 1 / 0.0116
AND-OR/OR-AND: 1 / 0.00582
-- layout by cell type (no fill, tap or decap) --
master and n:
nor2_1 19, clkdlybuf4s50_1 18, dfrtp_1 17, xnor2_1 9, nand2_1 7, xor2_1 4
nand3_1 4, nand4_1 3, nor4_1 3, nor3_1 3, clkbuf_8 3, nand2b_1 2
nand4_2 1, nand4_4 1, nor4_4 1, nand3b_4 1, and3_1 1, mux2i_1 1
inv_1 1, a21oi_1 1, ha_1 1, clkinv_2 1, buf_4 1
Power figures rest on the tool's default switching activity, not on a simulated workload.
