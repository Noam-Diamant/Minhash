==> flow/design.v <==
package proj_pkg;
    parameter BASE_LEN = 2;
    parameter KMER_LEN = 16;
    parameter FRAG_LEN = 256;
    parameter ONE_HOT_LEN = 4;
    parameter FM_DATA_BITS = BASE_LEN;
    parameter FM_BUFFER_COUNT = 2;
    parameter FM_RAMS_COUNT = 8;
    parameter FM_ENTRIES_COUNT = 128;
    parameter FM_OFFSET_COUNT = 32;
    parameter FM_BUFFER_SIZE = FM_RAMS_COUNT * FM_ENTRIES_COUNT * FM_OFFSET_COUNT;
    parameter FM_EXTENDER_FRAG_LEN_BITS = BASE_LEN * FRAG_LEN;
    parameter INDICE_LEN = $clog2(FM_BUFFER_SIZE);
    parameter SIGNED_INDICE_LEN = INDICE_LEN+1;
    parameter KMER_BUFFER_BITS = BASE_LEN;
    parameter KMER_BUFFER_LEN = KMER_LEN;
    parameter SORTER_EXTENDER_INDICES_COUNT = 256;
    parameter HASHER_SORTER_SIGNATURE = 32;
    parameter SORTER_POSITION_LEN = $clog2(SORTER_EXTENDER_INDICES_COUNT);
    parameter POSITION_LEN = SORTER_POSITION_LEN;
    typedef struct packed {
    logic [HASHER_SORTER_SIGNATURE-1:0] signature;
    logic [INDICE_LEN-1:0]  index;
    } signature_index_pack;
    parameter EXTENDER_OUT_PART_COUNT = 2;
    parameter EXTENDER_OUT_PART_LEN = EXTENDER_OUT_PART_COUNT * BASE_LEN;
    parameter EXTENDER_OUT_PART_LEN_ONE_HOT = EXTENDER_OUT_PART_COUNT * ONE_HOT_LEN;
endpackage
`timescale 1ns / 1ps
module proj_hasher
  #(
    parameter KMER_LEN = proj_pkg::KMER_LEN,
    parameter DATA_BITS = proj_pkg::BASE_LEN,
    parameter HASHER_DATA_BITS = proj_pkg::HASHER_SORTER_SIGNATURE
  )(
    input  wire                        clk,     
    input  wire                        rst_n,   
    input wire [HASHER_DATA_BITS-1:0]  seed,
    input wire [HASHER_DATA_BITS-1:0]  kmer,
    output logic [HASHER_DATA_BITS-1:0] signature    
  );
  logic [HASHER_DATA_BITS:0]        k, key;
  localparam [HASHER_DATA_BITS-1:0]   c1 = 32'hcc9e2d51; 
  localparam [HASHER_DATA_BITS-1:0]   c2 = 32'h1b873593;
  localparam [HASHER_DATA_BITS-1:0]   m = 32'd5;
  localparam [HASHER_DATA_BITS-1:0]   n = 32'he6546b64;
  always_comb begin
      k = kmer;
      k = k * c1;
      k = {k[HASHER_DATA_BITS-16:0], k[HASHER_DATA_BITS-1:HASHER_DATA_BITS-15]};  
  	  k = k * c2;
  	  key = seed;
      key = key ^ k;
      key = {key[HASHER_DATA_BITS-14:0], key[HASHER_DATA_BITS-1:HASHER_DATA_BITS-13]};  
      signature = key * m + n;
  end
endmodule
==> flow/run.sh <==
#!/bin/bash
# OpenROAD 26Q1-2900-gdf79404cd8, Yosys 0.63+post, stock flow scripts
make -C /OpenROAD-flow-scripts/flow DESIGN_CONFIG=/design/flow/config.mk WORK_HOME=/design/flow/orfs finish
==> flow/config.mk <==
export PLATFORM = sky130hd
export DESIGN_NAME = proj_hasher
export DESIGN_NICKNAME = proj_hasher
export VERILOG_FILES = /design/flow/design.v
export SDC_FILE = /design/flow/constraint.sdc
export NUM_CORES = 4
export LEC_CHECK = 1
export CORE_UTILIZATION = 50
==> flow/constraint.sdc <==
current_design proj_hasher

set clk_period 38.6
set clk_io_pct 0.2

create_clock -name clk0 -period $clk_period

set non_clock_inputs [all_inputs -no_clocks]
set_input_delay [expr $clk_period * $clk_io_pct] -clock clk0 $non_clock_inputs
set_output_delay [expr $clk_period * $clk_io_pct] -clock clk0 [all_outputs]
==> flow_summary.yaml <==
# flow metrics
sta:
  fin_crit_ps: 32240
  worst_slack_ps: 6360
  finalSetupTns_ps: 0
  tightest_slew_ps: 704
  hold_viol_final: 0
  setup_viol: 0
  period_used_pct: 83.5
  slew_headroom_pct: 52.9
  fmax_mhz: 31.0
  report.final.slew_viol_count: 0
  rsz0062_at_grt: "false"
grt:
  antenna_found_initial: 0
  grt_max_degree: 17
  first_global_vias: 12900
  grt_first_pass_wirelength_um: 65900
  grt-ovfl-total: 0
  track_usage_pct: 24.9
worst_setup_path:
  arrival_ps: 24520
  cpMostUsedCell: "fa_1"
  cp-end-kind: "primary output"
  cp_slowest_stage_delay_ps: 780
  crit_fanout: 10
  path_delay_family: "adder cells"
  path_buffers: 9
  slowest_stage: "clkdlybuf4s50_1"
  crit_required_ps: 30880
  path_class: "primary input to primary output"
  critPathLaunchType: "primary input"
synth:
  synth_stat.cells: 1877
  top_cell: "inv_1"
  avgSynthCellArea_um2: 9.69
  yosys_warnings: 1
  synthesis.area_um2: 18200
  synth.distinct_cells: 56
  yosysSeqAreaShare_pct: 0
  yosys.area.top_type_share_pct: 37.5
  top_area_cell: "fa_1"
  syn_inst: 1877
  ys_area_um2: 18200
  top_cells_by_count: "567 x inv_1, 446 x ha_1, 341 x fa_1"
  area_leaders: "fa_1 38%, ha_1 31%, inv_1 12%, xnor2_1 5.6%, xor2_1 3.3%"
placed_design:
  pre_cts_ws_ps: 6340
  io_buffer_count: 96
  gp_congestion: 0.947
  dp_hpwl_um: 37000
  dpl.cell_count: 2449
floorplanning:
  die_w_um: 193
  coreArea_um2: 35700
  rows: 69
  die_y_um: 193
  die-area_um2: 37100
  initCoreUtil_pct: 51.0
  ios: 98
detailed_routing:
  via_per_inst: 4.96
  drt_first_pass_iters: 21
  wire_per_inst_um: 16.4
  drc: 0
  postRouteAntennaNets: 0
  drt_iter0_drc: 397
  antennaDiodeCount: 0
  wl_um: 40100
  vias: 12100
clock_tree:
  cts_hold_buf: 0
  cts_resized: 0
  postCtsSetupBuffers: 0
final_layout:
  seq_area_um2: 0
  flops: 0
  n_fill_cell: 3236
  drive_above_1_share_pct: 1.86
  fin_cells: 2449
  n_clock_buffer: 0
  area_growth_pct: 9.15
worst_hold_path:
  hold_depth: 4
  hp-start: "seed[20]"
  hp-class: "primary input to primary output"
  hold_end: "signature[1]"
job:
  cap_violations: 0
  tool_warnings: 40
outcome:
  status: "completed"
placed cells by master, fill, tap and decap left out, drive strengths merged, types with 3 or more instances in the layout:
cell type,synthesis,layout
a2111oi,3,3
a211oi,6,6
a21boi,4,4
a21o,46,46
a21oi,57,57
and2,4,4
and3,5,5
buf,2,19
clkdlybuf4s50,0,96
fa,341,341
ha,446,446
inv,568,568
nand2,31,31
nand2b,11,11
nand3,11,11
nand4,4,4
nor2,35,35
nor2b,7,7
nor3,11,11
o211ai,5,5
o21a,10,10
o21ai,35,35
o21bai,7,7
o31ai,7,7
or2,5,5
or3,3,3
xnor2,117,117
xor2,69,69
worst max-delay path by stage:
stage                 slack [ps]    start  cells past startpoint       endpoint
final                       6360  kmer[4]                     56  signature[31]
after global routing        5240  kmer[4]                     58  signature[31]
after CTS                   6300  kmer[4]                     56  signature[31]
metrics by stage:
stage | hold WS [ps] | util, % | instance area (um2)
2_1_floorplan | 15610 | - | 18200
3_3_place_gp | 16540 | 55.7 | 19900
3_5_place_dp | 16530 | 55.7 | 19900
4_1_cts | 16530 | 55.7 | 19900
5_1_grt | 16600 | 55.7 | 19900
6_report | 16530 | 55.7 | 19900
cell families (layout without fill, tap and decap cells):
logic type               count (synthesis)  in the layout  synth area share [%]
multiplexers                             2              2                 0.110
AND/OR/NAND/NOR                        131            131                  3.49
AND-OR/OR-AND                          198            198                  7.17
adder cells (fa/ha/maj)                787            787                  68.2
buffers and inverters                  572            683                  11.8
XOR/XNOR                               187            187                  9.22
layout make-up:
type               count  area [um2]  area share [%]
multi-input cells   1305       16000            80.8
inverters            568        2130            10.7
repair buffers       115        1100            5.56
well taps            461         577            2.90
layer usage:
layer | GRT usage [%] | part of all wire, %
met1 | 34.5 | 43
met2 | 42.5 | 50
met3 | 5.08 | 5.2
met4 | 4.12 | 2.2
met5 | 0 | 0
